<file path="design/flow/design.v">
module LightPattern3(clock,enable,greenLight, redLight);
	input clock, enable;
	output reg [0:7] greenLight, redLight;
	wire timer;
	reg [1:0]pattern;  
	initial
	begin 
		pattern = 3'b0;
		greenLight = 8'b10010101;
		redLight = 8'b10101001;
	end
	PatternClock2 clk (timer, clock & enable, 1'b1);
	always @ (posedge timer or negedge enable)  
	begin
		if(!enable)
		begin
			pattern <= 3'b0;
			greenLight <= 8'b10010101;
			redLight <= 8'b10101001;
		end
		else
		begin
			pattern <= pattern+1;
			case (pattern)
				3'b000:
				begin
					greenLight <= 8'b11001111;
					redLight <= 8'b11110011;
				end
				3'b001:
				begin
					greenLight <= 8'b01100000;
					redLight <= 8'b00001100;
				end
				3'b010:
				begin
					greenLight <= 8'b00111111;
					redLight <= 8'b11111100;
				end
				3'b011:
				begin
					greenLight <= 8'b11001111;
					redLight <= 8'b11110011;
				end
				3'b100:
				begin
					greenLight <= 8'b01010101;
					redLight <= 8'b10101010;
				end
				3'b101:
				begin
					greenLight <= 8'b10101010;
					redLight <= 8'b01010101;
				end
				3'b110:
				begin
					greenLight <= 8'b11001100;
					redLight <= 8'b00110011;
				end
				3'b111:
				begin
					greenLight <= 8'b00110011;
					redLight <= 8'b11001100;
				end
			endcase
		end
	end
endmodule 
module PatternClock3 (out, in, reset);
	input in, reset;
	output reg out;
	parameter freq = 12500000;  
	integer count;
	initial
	begin
		count = 0;
		out = 1'b0;
	end
	always @ (posedge in or negedge reset)
	begin
		if (~reset)
		begin
			count = 0;
			out = 1'b0;
		end
		else
		begin
			count = count + 1;
			if (count == freq / 2)
			begin
				out = ~out;
				count = 0;
			end
		end
	end
endmodule
</file>
<file path="design/flow/run.sh">
#!/bin/bash
# OpenROAD 26Q1-2900-gdf79404cd8, Yosys 0.63+post, stock flow scripts
make -C /OpenROAD-flow-scripts/flow DESIGN_CONFIG=/design/flow/config.mk WORK_HOME=/design/flow/orfs finish
</file>
<file path="design/flow/config.mk">
export PLATFORM = sky130hd
export DESIGN_NAME = PatternClock3
export DESIGN_NICKNAME = PatternClock3
export VERILOG_FILES = /design/flow/design.v
export SDC_FILE = /design/flow/constraint.sdc
export NUM_CORES = 4
export LEC_CHECK = 1
export CORE_AREA = 10 10 112 112
export DIE_AREA = 0 0 122 122
</file>
<file path="design/flow/constraint.sdc">
current_design PatternClock3

set clk_period 6.2
set clk_io_pct 0.2

create_clock -name clk0 -period $clk_period [get_ports {in}]

set non_clock_inputs [all_inputs -no_clocks]
set_input_delay [expr $clk_period * $clk_io_pct] -clock clk0 $non_clock_inputs
set_output_delay [expr $clk_period * $clk_io_pct] -clock clk0 [all_outputs]
</file>
==> results.py <==
# Generated from Yosys and OpenROAD reports
metrics = {
    "outcome": {
        "status": "completed",
    },
    "layout": {
        "lay_top_count": "dfrtp_1",
        "synthToLayoutAreaGrowth_pct": 13.7,
        "fin_area_um2": 2140,
        "lay_top_cells": "dfrtp_1, xor2_1, nand2_1",
        "finalNonFillerCells": 330,
        "fin_util_pct": 20.9,
        "drive_gt1_share_pct": 12.4,
    },
    "clocking": {
        "ctsRootBufferMaster": "clkbuf_8",
        "cts.clk_slew.worst_paths_ns": 0.07,
        "cts_tree": "yes",
        "post_cts_buffers": 0,
        "htree_levels": 2,
        "cts.hold.buffers_added": 0,
        "cts.repair.resized": 0,
        "cts_buffer_depth": 2,
        "clk_latency_ns": 0.28,
        "cts.sinks": 33,
        "cts_buffers": 5,
    },
    "routing": {
        "drtIter0Drc": 75,
        "antenna_left": 0,
        "drt_pass1_iterations": 4,
        "antenna_cells": 0,
        "drc": 0,
        "viasPerCell": 3.98,
        "wl_um": 3420,
        "post_drt_wl_per_cell_um": 10.4,
        "dr_total_vias": 1312,
    },
    "die": {
        "die_y_um": 122,
        "ios": 3,
        "coreArea_um2": 10200,
        "rows": 37,
        "die_width_um": 122,
        "fp_util_pct": 18.4,
        "dieArea_um2": 14900,
    },
    "placed_design": {
        "dp_slack_ns": 3.07,
        "place.gp.congestion": 0.862,
        "place_hpwl_um": 2510,
        "dpl_cell_area_um2": 2050,
        "io_buffers": 2,
        "post-place-cells": 323,
    },
    "timing": {
        "hold_violations": 0,
        "max_freq_mhz": 320,
        "worst_pin_slew_ns": 0.686,
        "final-setup-viol-count": 0,
        "rsz0062_at_grt": "false",
        "clock_skew_ns": 0.00764,
        "relSlewSlack_pct": 54.1,
        "slew_viol_final": 0,
        "finalSetupTns_ns": 0,
        "holdWs_ns": 0.464,
        "fin_crit_sh_pct": 50.4,
        "min_period_ns": 3.12,
        "fin_ws_ns": 3.08,
    },
    "critical_path": {
        "arrival_ns": 3.32,
        "slowest_delay_ns": 0.50,
        "worst-setup-path-type": "flip-flop to flip-flop",
        "critPathTopFamily": "simple AND/OR/NAND/NOR gates",
        "crit_path_cell_trace": "ha_1, nand2_1, nor4_4, nand3_2, xor2_1, or4_4, nor4_4, buf_4, xor2_1",
        "worstSetupStartpointType": "flip-flop",
        "worst_setup_path_end_kind": "flip-flop",
        "cp.required_ns": 6.40,
        "worst-path-buf-inv": 1,
        "critPathMaxFanout": 9,
        "cpMaxStageDelayCell": "or4_4",
    },
    "global_routing": {
        "gr-total-overflow": 0,
        "grt_pass1_wl_um": 5840,
        "grt_max_degree": 19,
        "grt_antenna_before_repair": 0,
        "grt_pass1_vias": 1212,
        "grtUsageTotal_pct": 4.63,
    },
    "synth": {
        "syn_inst": 189,
        "ys_chip_area_um2": 1880,
        "syn_avg_cell_area_um2": 9.94,
        "synthFlopType": "dfrtp_1",
        "edf_count": 0,
        "ys_types": 38,
        "async_reset_ff_share_pct": 100,
        "synth_area_um2": 1880,
        "yosys_cells": 189,
        "ys.warnings.count": 1,
        "synth_seq_share_pct": 43.9,
        "ys.flops": 33,
    },
    "power_and_ir_drop": {
        "p_sw_mw": 0.0747,
        "p_leak_nw": 0.891,
        "total_power_mw": 0.379,
        "pwr-share-comb_pct": 1.3,
        "swShare_pct": 19.7,
        "ir_drop_mv": 0.102,
        "powerDensity_nw_per_um2": 177,
        "p_int_mw": 0.304,
        "p_seq_share_pct": 56.8,
        "power_frac_clock_pct": 41.8,
    },
    "min_path": {
        "hold_class": "flip-flop to flip-flop",
    },
    "run": {
        "warnings": 25,
        "drv_cap": 0,
    },
}
-- worst paths after layout --
| check | startpoint | endpoint | slack [ns] | cells past startpoint |
|---|---|---|---|---|
| setup / recovery | count[0] | out | 3.08 | 9 |
| hold / removal | out | out | 0.46 | 1 |
| setup reg to reg | count[0] | out | 3.08 | 9 |
| hold reg to reg | out | out | 0.46 | 1 |
| max in group asynchronous | reset | count[25] | 4.11 | 2 |
| min in group asynchronous | reset | count[12] | 1.37 | 1 |
-- routing by layer --
| layer | up-vias | part of all wire [%] | global-route usage (%) |
|---|---|---|---|
| met3 | 2 | 1.8 | 0.704 |
| li1 | 658 | - | - |
| met5 | - | 0 | 0 |
| met4 | 0 | 1.2 | 0.820 |
| met2 | 14 | 46 | 7.10 |
| met1 | 638 | 51 | 6.82 |
-- area by class of cell --
type / count / area [µm²]
timing repair buffer: 4 / 35.0
fill: 1106 / 8090
tap: 136 / 170
inverter: 3 / 11.3
clock buffer: 7 / 86.3
sequential: 33 / 826
multi-input combinational: 147 / 1010
-- sequential cells by signal, summed over array words and instances (netlist names) --
name and cells:
out 1, count 32
-- synth_stat cells, types with 3 or more instances --
library cell,instances,area [µm²]
xnor2_1,14,123
nand3_1,12,60.1
nand4_1,5,31.3
a21oi_1,3,15.0
nand2_1,18,67.6
nand2b_1,3,18.8
and3_1,4,25.0
xor2_1,21,184
nor2_1,16,60.1
inv_1,3,11.3
nor2_2,8,50.1
a31oi_1,3,18.8
nor4_4,3,63.8
dfrtp_1,33,826
o21ai_0,4,20.0
nor3_1,6,30.0
nor4_1,4,25.0
-- cells by family after synthesis --
kind of cell / Yosys count / share of synthesized area, %
multiplexers: 1 / 0.533
flip-flops: 33 / 43.9
buffers and inverters: 9 / 2.40
XOR/XNOR: 35 / 16.3
AND-OR/OR-AND: 13 / 4.13
AND/OR/NAND/NOR: 97 / 32.0
adder cells (fa/ha/maj): 1 / 0.666
-- power by group through the flow --
stage / registers (mW) / logic [mW] / clock network (mW)
4_1_cts: 0.215 / 0.00557 / 0.166
5_1_grt: 0.215 / 0.00598 / 0.177
6_report: 0.215 / 0.00506 / 0.159
Power and IR drop assume default switching activity.
