===== flow/run.sh =====
#!/bin/bash
# OpenROAD 26Q1-2900-gdf79404cd8, Yosys 0.63+post, stock flow scripts
make -C /OpenROAD-flow-scripts/flow DESIGN_CONFIG=/design/flow/config.mk WORK_HOME=/design/flow/orfs finish

===== flow/config.mk =====
export PLATFORM = sky130hd
export DESIGN_NAME = ClockReduction
export DESIGN_NICKNAME = ClockReduction
export VERILOG_FILES = /design/flow/design.v
export SDC_FILE = /design/flow/constraint.sdc
export NUM_CORES = 4
export LEC_CHECK = 1
export CORE_UTILIZATION = 40

===== flow/design.v =====
module ClockReduction(CLK_IN, LED_OUT);
input CLK_IN;
output LED_OUT;
Flasher1s f1s (CLK_IN, LED_OUT);
endmodule
module Flasher1s (C, L);
input C;
output L;
reg L;
parameter MAXCLK = 50000000;  
integer counter;
initial
	begin
		counter = 0;
		L = 1'b0;
	end
always @ (negedge C)  
	begin
		counter = counter + 1;
		if (counter > MAXCLK / 2)
		begin
			L = ~L;
			counter = 0;
		end
	end
endmodule

===== flow/constraint.sdc =====
current_design ClockReduction

set clk_period 7.3
set clk_io_pct 0.2

create_clock -name clk0 -period $clk_period [get_ports {CLK_IN}]

set non_clock_inputs [all_inputs -no_clocks]
set_input_delay [expr $clk_period * $clk_io_pct] -clock clk0 $non_clock_inputs
set_output_delay [expr $clk_period * $clk_io_pct] -clock clk0 [all_outputs]

==> changes_impl.md <==
### Implementation results

* Warnings, synthesis at 1
* Util after Layout at 0.4735
* Initial Util at 0.4172
* WL final at ~3700 um
* Routability cong. at ~0.83
* DIE HEIGHT at around 70 um
* Slew Limit Fails at 0
* CTS Hold Buffers Added at 0
* Hold Path Sink: f1s.counter[0]
* Postcts setup bufs at 0
* Core ar. at between 4000 and 5000 um^2
* Arr. time, crit path at 4.77 ns
* Setup Skew at 0.01372 ns
* Final Worst Setup Slack at approximately 1.1 ns
* Endpoints failing setup at 0
* H-tree levels at 2
* Placement Rows at 24
* Cells after Synth at between 200 and 250
* Avg WL per Cell at 12.33 um
* Most frequent cells in the layout: inv_1 (39), nor2_1 (32), dfxtp_1 (32)
* CP delay by family, top: buffers and inverters
* Fill cells at 452
* Yosys cell count at about 210
* Placed instance area at roughly 1900 um^2
* Distinct lib cells at slightly below 50
* Final Total Pwr at between 0.3 and 0.4 mW
* Post-synth ARST share at 0
* Critical path's largest stage delay at between 0.4 and 0.5 ns
* Antenna-violating nets left at 0
* WP data required at about 6 ns
* Worst path bufs/invs at 1
* PD cells at 182.7 nW/um^2
* Normalized max-slew margin at 0.4425
* Post-Layout Cell Count at about 300
* Cell Area, Synth at 1829 um^2
* Area leader share at 0.3502
* Gate Area at around 1100 um^2
* R2R Setup Slk at about 3.8 ns
* Share of layout cells above drive strength 1 at 0.08097
* Chip area at 4848 um^2
* Inserted Diodes at 0
* Largest net degree at the start of global routing at 16
* Area delta synth->final at 13.47%
* CP Capture Type: output pin
* HP Class: flop to flop
* YS chip area at 1829 um^2
* Vias in the first global route at between 1,500 and 2,000
* Flops after synth at 33
* RSZ-0062 raised after global routing: no
* Flip-flops with a built-in enable at 1
* Pleak at between 0.8 and 0.9 nW
* # DRC at 0
* Post-synth seq share at 0.3666
* Total clock sinks at 33
* Hold Crit Depth at 1
* Log Warnings at between 50 and 60
* Commonest Layout Cell: inv_1
* Final hold violations at 0
* Crit Reg-Reg Startpoint: f1s.counter[0]
* I/O pin count at 2
* Hold WS at slightly below 0.5 ns
* IO buf count at 1
* Total GRT Usage at 0.1634
* Max IR drop VDD at about 0.11 mV
* Vias per cell at roughly 5.4
* CP max stage cell: clkdlybuf4s50_1
* DP HPWL at around 2500 um
* R2R Path End: f1s.L
* Max cap viols at 0
* Post-synth top area cell: dfxtp_1
* Root Buffer: clkbuf_8
* Initial antenna violation count at 0
* Register area at between 600 and 700 um^2
* Status: completed
* Worst reg2reg path depth at 9
* Dominant Register Cell: dfxtp_1
* Deepest clock path buffer count at 2
* GRT overflow at 0
* First-pass GRT wire length at ~6500 um
* Cell area leaders: dfxtp_1 (35%), xnor2_1 (6.7%), xor2_1 (6.7%), nor2_1 (6.6%), nand3_1 (3.6%)
* Post-Syn Area per Cell at roughly 8.6 um^2
* CTS tree: built
* First-pass iteration count of the detailed router at 4
* Setup_tns at 0 ns
* Post-CTS sizing at 0
* Crit-path cells: clkdlybuf4s50_1
* CTS buffer count at 5
* Worst-Skew Late Latency at around 0.35 ns
* Clock slew at the register clock pins of the worst setup and hold paths at ~0.03 ns
* Placed Cells incl. Taps at around 260
* CP max FO at 2
* Post-placement setup slack at around 1.4 ns
* Die Width at ~70 um
* DRT iter0 DRCs at between 40 and 50
* Crit path kind: flop to output pin
* Via count at roughly 1,600
* Crit start category: flop
* Hold path start: f1s.counter[0]
* Slew @ Worst Pin at a little over 0.8 ns
* Fin area at about 2100 um^2
## layer usage
layer / vias to the layer above / global-route usage / part of all wire
met1: 746 / 0.2305 / 0.53
met4: 0 / 0.07111 / 0.015
met5: - / 0 / 0
met2: 22 / 0.2362 / 0.43
met3: 8 / 0.05015 / 0.030
li1: 843 / - / -
## state kept, by name, summed over array words and instances (netlist names)
| signal | flops |
|---|---|
| f1s.counter | 32 |
| f1s.L | 1 |
## synthesized netlist by cell type, types with 5 or more instances
| cell type | number |
|---|---|
| and3_1 | 6 |
| xnor2_1 | 14 |
| nand3_1 | 13 |
| nand2_1 | 11 |
| inv_1 | 6 |
| dfxtp_1 | 32 |
| nor2_1 | 32 |
| nand4_1 | 5 |
| nor4_1 | 5 |
| xor2_1 | 14 |
| and4_1 | 5 |
| nor3_1 | 8 |
## report_power, final
group,leakage [nW],switching (mW),internal [mW]
clock network,0.217,0.110,0.0870
registers,0.269,0,0.182
logic,0.413,0,0
## worst max path at each step
stage	depth (start not counted)	slack, ns	endpoint	startpoint
5_1_grt	1	1.01	LED_OUT	f1s.L
6_report	1	1.07	LED_OUT	f1s.L
4_1_cts	1	1.05	LED_OUT	f1s.L
## final cells by class
| type | count | share of cell area |
|---|---|---|
| Inverter | 5 | 0.009042 |
| Multi-Input combinational cell | 166 | 0.5274 |
| Clock inverter | 35 | 0.06389 |
| Sequential cell | 33 | 0.3231 |
| Tap cell | 52 | 0.03134 |
| Clock buffer | 5 | 0.03315 |
| Timing Repair Buffer | 3 | 0.01206 |
## kinds of logic after synthesis
| group | after synthesis | share of synthesized area |
|---|---|---|
| flip-flops | 33 | 0.3666 |
| AND-OR/OR-AND | 33 | 0.1416 |
| XOR/XNOR | 28 | 0.1341 |
| buffers and inverters | 14 | 0.03488 |
| adder cells (fa/ha/maj) | 1 | 0.006839 |
| AND/OR/NAND/NOR | 104 | 0.3160 |
No activity file was given, so power comes from the tool's default toggle rates.
